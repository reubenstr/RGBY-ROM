--- config.mk ---
export PLATFORM = sky130hd
export DESIGN_NAME = ramHardcoded
export DESIGN_NICKNAME = ramHardcoded
export VERILOG_FILES = /design/flow/design.v
export SDC_FILE = /design/flow/constraint.sdc
export NUM_CORES = 4
export LEC_CHECK = 1
export CORE_AREA = 10 10 95 95
export DIE_AREA = 0 0 105 105
--- design.v ---
   module ramHardcoded (din, addr, write_en, clk, dout);
   parameter addr_width = 8;
   parameter data_width = 12;
   input [addr_width-1:0] addr;
   input [data_width-1:0] din;
   input write_en, clk;
   output [data_width-1:0] dout;
   reg [data_width-1:0] mem [(1<<addr_width)-1:0];
   always @(posedge clk)  
     begin
       if (write_en) begin 
         mem[(addr)] <= din;
     end
     end
assign dout = 
 (addr == 0) ? 12'h9D1 :
 (addr == 1) ? 12'hD05 :
 (addr == 2) ? 12'h5A1 :
 (addr == 3) ? 12'h9A0 :
 (addr == 4) ? 12'hE0A :
 (addr == 5) ? 12'h5C1 :
 (addr == 6) ? 12'hB03 :
 (addr == 7) ? 12'h9C4 :
 (addr == 8) ? 12'hE0A :
 (addr == 9) ? 12'h0C0 :
 (addr == 10) ? 12'h991 :
 (addr == 11) ? 12'hE0E :
 (addr == 12) ? 12'h3D1 :
 (addr == 13) ? 12'h0D3 :
 (addr == 14) ? 12'hB02 :
 (addr == 15) ? 12'h994 :
 (addr == 16) ? 12'hE13 :
 (addr == 17) ? 12'h3B1 :
 (addr == 18) ? 12'h0B3 :
 (addr == 19) ? 12'h090 :
 (addr == 20) ? 12'h9D0 :
 (addr == 21) ? 12'hD2B :
 (addr == 22) ? 12'h9B0 :
 (addr == 23) ? 12'hD1A :
 (addr == 24) ? 12'hCFF :
 (addr == 25) ? 12'hCFF :
 (addr == 26) ? 12'hCFF :
 (addr == 27) ? 12'h9C0 :
 (addr == 28) ? 12'hD27 :
 (addr == 29) ? 12'h9C1 :
 (addr == 30) ? 12'hD23 :
 (addr == 31) ? 12'h052 :
 (addr == 32) ? 12'h062 :
 (addr == 33) ? 12'h070 :
 (addr == 34) ? 12'hF00 :
 (addr == 35) ? 12'h052 :
 (addr == 36) ? 12'h060 :
 (addr == 37) ? 12'h072 :
 (addr == 38) ? 12'hF00 :
 (addr == 39) ? 12'h050 :
 (addr == 40) ? 12'h062 :
 (addr == 41) ? 12'h072 :
 (addr == 42) ? 12'hF00 :
 (addr == 43) ? 12'h9B0 :
 (addr == 44) ? 12'hD2E :
 (addr == 45) ? 12'hC08 :
 (addr == 46) ? 12'hC04 :
 (addr == 47) ? 12'hBFF :
 (addr == 48) ? 12'h64A :
 (addr == 49) ? 12'h0E3 :
 (addr == 50) ? 12'h9C0 :
 (addr == 51) ? 12'hD3C :
 (addr == 52) ? 12'h9C1 :
 (addr == 53) ? 12'hD39 :
 (addr == 54) ? 12'h76E :
 (addr == 55) ? 12'h77A :
 (addr == 56) ? 12'hF00 :
 (addr == 57) ? 12'h75E :
 (addr == 58) ? 12'h76A :
 (addr == 59) ? 12'hF00 :
 (addr == 60) ? 12'h75A :
 (addr == 61) ? 12'h77E :
 (addr == 62) ? 12'hF00 :
 (addr == 63) ? 12'h000 :
 (addr == 64) ? 12'h0 :
	0;
endmodule
--- run.sh ---
#!/bin/bash
# OpenROAD 26Q1-2900-gdf79404cd8, Yosys 0.63+post, stock flow scripts
make -C /OpenROAD-flow-scripts/flow DESIGN_CONFIG=/design/flow/config.mk WORK_HOME=/design/flow/orfs finish
--- constraint.sdc ---
current_design ramHardcoded

set clk_period 4.6
set clk_io_pct 0.2

create_clock -name clk0 -period $clk_period

set non_clock_inputs [all_inputs -no_clocks]
set_input_delay [expr $clk_period * $clk_io_pct] -clock clk0 $non_clock_inputs
set_output_delay [expr $clk_period * $clk_io_pct] -clock clk0 [all_outputs]
==> flow_summary.toml <==
# synthesis and place-and-route metrics
[setup_path]
cp.arrival_ns = 3.51
critical_path_class = "input pin to output pin"
crit_path_start = "addr[4]"
cp_capture_type = "output pin"
path_cells = "clkdlybuf4s50_1, buf_4, buf_4, nor4_1, buf_4, nand2_1, a2bb2oi_1, o221a_1, clkdlybuf4s50_1"
cp_data_required_time_ns = 3.68
cp_slowest_stage_delay_ns = 0.58
worst_path_most_repeated_cell = "buf_4"
library_cell_contributing_the_largest_single_delay_on_the_critical_path = "nor4_1"
start_kind = "input pin"
worstPathMaxFanout = 12

[placement]
place_congestion = 1.00
port-buffer-count = 20
dpl.hpwl_um = 4310
dp.cells = 372

[drt]
drt_iter0_drc = 228
number_of_iterations_in_the_first_detailed_routing_pass = 5
route.final.wire_length_um = 5820
insertedDiodeCount = 0
vias = 2154
drc_errors = 0
detail_route.vias_per_cell = 5.79
detail_route.wl_per_cell_um = 15.6
number_of_nets_with_antenna_violations_after_detailed_routing = 0

[synth]
netlist-cell-type-count = 54
synth-area-yosys_um2 = 1470
synth_cells = 257
yosys.area.top_type_share_pct = 9.17
ys_cells = 257
synth.yosys.warnings = 1
syn_area_per_cell_um2 = 5.74
post_synth_main_area_contributors = "a21oi_1 (9.2%), nand2_1 (6.9%), o21ai_0 (6.1%)"
yosysTopAreaCell = "a21oi_1"
synth_seq_share_pct = 0
synth.cell_area_um2 = 1470
top_cells_by_count = "a21oi_1 (27), nand2_1 (27), clkbuf_1 (20), nor2_1 (20), o21ai_0 (18)"

[final_layout]
clock_buffer_count = 0
footprint_of_the_flip_flops_and_latches_um2 = 0
fillers = 772
fin_cells = 372
area_delta_synth_final_pct = 28.6
design.seq.count = 0
final_layout_size_suffix_gt1_share_pct = 13.0

[power]
power_density_nw_per_um2 = 79.0
static-leakage-power_uw = 0.000635
ir_drop_uv = 15.9

[final_timing]
hold_viol = 0
max_slew.worst_pin.slew_ns = 0.681
fin_crit_sh_pct = 96.2
max_slew_margin_pct = 54.2
rsz0062_at_grt = "no"
fmax_mhz = 226
final.min_clock_period_ns = 4.43
setup-violations-final = 0
setup_total_negative_slack_ns = 0
maxSlewViolCount = 0

[floorplanning]
core_utilization_at_floorplan_pct = 21.3
die_area_um2 = 11000
die.size.x_um = 105
design.core.area_um2 = 6910
row_count = 30
floorplan.die.height_um = 105
floorplan.io_pins = 34

[run_status]
outcome = "complete, no violations"

[grt]
grt_start_max_net_pins = 33
global_route.overflow_total = 0
grt_pass1_vias = 1873
grt_first_pass_wirelength_um = 9560
grt.total_usage_pct = 9.88
antenna_found_initial = 0

[flow_run]
max_cap_violations = 0
openroad.warnings = 46

[hold_path]
min-delay-start = "addr[0]"
worst_hold_path_type = "input pin to output pin"

[clock_tree]
cts_post_setup_buffers_inserted = 0
post_cts_resize_count = 0
cts-hold-fix-buffers = 0
layer usage:
layer	track usage [%]	part of all wire [%]	vias up
met3	1.49	9.7	20
met5	0	0	-
li1	-	-	1025
met4	3.33	3.6	0
met2	15.4	45	141
met1	13.5	41	968
worst max-delay path: cells and delay by family:
family	cells	cell delay [ns]
buf+inv	5	1.44
simple gates	2	0.71
compound gates	2	0.44
through the flow:
step / total power, uW / instance area (um^2) / util, % / hold slack, ns / worst slack, ns
3_5_place_dp: 147 / 1900 / 27.4 / 2.87 / 0.216
5_1_grt: 163 / 1900 / 27.4 / 2.91 / 0.00116
6_report: 150 / 1900 / 27.4 / 2.86 / 0.174
3_3_place_gp: 147 / 1900 / 27.4 / 2.88 / 0.186
4_1_cts: 147 / 1900 / 27.4 / 2.86 / 0.225
2_1_floorplan: 87.4 / 1470 / - / 2.01 / 1.15
layout by cell type (no fill, tap or decap), drive strengths merged, types with 3 or more instances in the layout:
cell,Yosys,routed
a21oi,27,27
a22oi,3,3
a311oi,3,3
a31oi,5,5
a32oi,5,5
buf,12,32
clkdlybuf4s50,0,19
inv,5,5
nand2,27,27
nand2b,11,11
nand3,11,11
nand3b,3,3
nand4,4,4
nor2,20,20
nor2b,5,5
nor3,7,7
nor4,3,3
o2111ai,4,4
o21ai,31,31
o221ai,3,3
o22ai,7,7
or3,3,3
xnor2,3,3
power by group:
part	switching [uW]	total [uW]	internal, uW
registers	0	0	0
logic	83.8	150	66.0
clock network	0	0	0
total	83.8	150	66.0
cells by family after synthesis:
logic type	count (synthesis)	synth area share [%]
xor gates and xnor gates	5	2.97
muxes	2	1.36
AOI/OAI and AO/OA	105	45.2
buffers and inverters	37	10.7
and+or+nand+nor	108	39.8
final timing paths:
path | end | slack, ns | depth (start not counted)
worst max-delay path | dout[8] | 0.17 | 9
worst min-delay path | dout[1] | 2.86 | 4
area by class of cell:
type | instances | area [um^2] | share of cell area, %
inverters | 5 | 18.8 | 0.990
multi-input cells | 220 | 1320 | 69.4
well taps | 96 | 120 | 6.34
repair buffers | 51 | 440 | 23.2
No activity file was given, so power comes from the tool's default toggle rates.
